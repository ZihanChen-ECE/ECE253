--- /design/flow/config.mk ---
export PLATFORM = sky130hd
export DESIGN_NAME = part5
export DESIGN_NICKNAME = part5
export VERILOG_FILES = /design/flow/design.v
export SDC_FILE = /design/flow/constraint.sdc
export NUM_CORES = 4
export LEC_CHECK = 1
export CORE_AREA = 10 10 70 70
export DIE_AREA = 0 0 80 80
--- /design/flow/run.sh ---
#!/bin/bash
# OpenROAD 26Q1-2900-gdf79404cd8, Yosys 0.63+post, stock flow scripts
make -C /OpenROAD-flow-scripts/flow DESIGN_CONFIG=/design/flow/config.mk WORK_HOME=/design/flow/orfs finish
--- /design/flow/constraint.sdc ---
current_design part5

set clk_period 1.0
set clk_io_pct 0.2

create_clock -name clk0 -period $clk_period

set non_clock_inputs [all_inputs -no_clocks]
set_input_delay [expr $clk_period * $clk_io_pct] -clock clk0 $non_clock_inputs
set_output_delay [expr $clk_period * $clk_io_pct] -clock clk0 [all_outputs]
--- /design/flow/design.v ---
module part5 (SW, LEDR, HEX2, HEX1, HEX0);
	input [9:0] SW;				 
	output [9:0] LEDR;			 
	output [0:6] HEX2, HEX1, HEX0;	 
	assign LEDR = SW;
	wire [1:0] Ch_Sel, Ch1, Ch2, Ch3;
	wire [1:0] H2_Ch, H1_Ch, H0_Ch;
	assign Ch_Sel = SW[9:8];
	assign Ch1 = SW[5:4];
	assign Ch2 = SW[3:2];
	assign Ch3 = SW[1:0];	
	mux_2bit_3to1 M2 (Ch_Sel, Ch1, Ch2, Ch3, H2_Ch);
	mux_2bit_3to1 M1 (Ch_Sel, Ch2, Ch3, Ch1, H1_Ch);
	mux_2bit_3to1 M0 (Ch_Sel, Ch3, Ch1, Ch2, H0_Ch);
	char_7seg H2 (H2_Ch, HEX2);
	char_7seg H1 (H1_Ch, HEX1);
	char_7seg H0 (H0_Ch, HEX0);
endmodule
module mux_2bit_3to1 (S, U, V, W, M);
	input [1:0] S, U, V, W;
	output [1:0] M;
	wire  m_0, m_1;	 
	assign m_0 = (~S[0] & U[0]) | (S[0] & V[0]);	
	assign M[0] = (~S[1] & m_0) | (S[1] & W[0]);  
	assign m_1 = (~S[0] & U[1]) | (S[0] & V[1]);	
	assign M[1] = (~S[1] & m_1) | (S[1] & W[1]);  
endmodule	
module char_7seg (C, Display);
	input [1:0] C;		 
	output [0:6] Display;	 
	assign Display[0] = ~(~C[1] & C[0]); 
	assign Display[1] = C[0];
	assign Display[2] = C[0];
	assign Display[3] = C[1];
	assign Display[4] = C[1];
	assign Display[5] = ~(~C[1] & C[0]); 
	assign Display[6] = C[1];
endmodule
==> COMMIT_EDITMSG <==
Update PnR metrics after Yosys + OpenROAD run

- Result of the run: complete, but fails checks
- The checks that failed: setup timing.
* Syn-to-layout area delta: 156.7%
- The layout summary lists the proportion of cells stronger than drive strength 1 as 0.7632.
* Worst Path Required: 0.80 ns
- Measured along the y axis, the die boundary spans 80 um.
* Number of warnings in the stage logs: 35
* Commonest cells after routing, fill and taps aside: buf_6, buf_4, dlygate4sd2_1, buf_2, nand2_1
- Global-route congestion overflow total: 0
* Flop count: 0
* Residual DRC: 0
* Row count: 21
* Area inside the core boundary: 3416 um2
- Detailed-route iteration 0 reported a violation count of 1.
- Worst setup SP type: primary input
* Tot GR Track Use: 0.04253
- Looking at the critical path, the highest net fanout was 5.
* Power after layout: 432.4 uW
- After its last routability iteration, the placer logged a weighted congestion of between 0.7 and 0.8.
- For reference, the final report shows the hold violation count at 0.
- Crit path time final: approximately 1.3 ns
- Antenna Diode Count: 0
* Initial Util: 0.09560
- Non-filler instance count after layout: 122
- Chip area: 6400 um2
* Dominant logic cell type in the layout: buf_6
- Global-route wire length before repair: 2.249 mm
- Counting every instance in the synthesized netlist gives 45.
- In the finished layout, the clock tree contains a buffer count of 0.
- Class of the most critical hold timing path: in2out
* Detailed placement HPWL: 1.073 mm
- Summing every instance area after synthesis gives 326.6 um2.
- The number of cells reported by Yosys stat comes to 45.
- For this run, the register share of the synthesized area comes to 0.
* Endpoint kind of the worst setup timing path: primary output
- Via count: ~400
- The critical path is of the in2out type.
- The number of antenna violations at the first check in global routing came to 0.
* Total number of yosys warnings: 0
* Yosys stat chip area: 326.6 um2
- Using the TritonRoute via totals, the vias-per-cell ratio works out to 3.246.
- Final count of pins violating max slew: 0
- Summed over all failing endpoints, the final setup total negative slack is -3.313 ns.
- Setup repair after global routing could not meet its margin everywhere.
* FILL cells: ~370
- The post-route utilization of the core is recorded as 0.2454.
- For this design the static power due to leakage is roughly 0.00039 uW.
- Share of the clock period used by the worst path after layout: 1.268
* Vias in the first global route: 438
- After synthesis, the netlist uses 7 different library cells.
- Average wire length per cell after detail routing: 11.55 um
- The routed design has 1.409 mm of wire.
- Counting instances, the worst hold path has a depth of 0.
- Die Span X: 80 um
* Worst rel slew slack: 0.8818
* Setup Viol. Count Final: 21
- Crit path setup slack, layout: -0.2683 ns
- Number of max-cap violations: 0
- Port buffering added 37 buffers.
* Top achievable clock speed: approximately 0.8 GHz
* Worst Max-Slew Pin Slew: 0.1724 ns
* Data arrival, critical path: 1.07 ns
- Pin count of the biggest net entering global routing: 8
- Max rail drop VDD: 191.0 uV
- During I/O placement, the number of pins put on the boundary was 41.
- Power spread over the standard cell area amounts to 515.8 nW/um2.
* Number of iterations in the first detailed-routing pass: 2
- Inst Count DP: 108
* Synthesized area divided by synthesized cell count: 7.257 um2
- Sequential cell area: 0 um2
- In this run the remaining antenna-violating nets after routing total 0.
==> metrics by stage <==
| stage | instance area, um2 | worst slack, ns | hold slack, ns |
|---|---|---|---|
| global placement | 625.6 | -0.9387 | 0.4000 |
| floorplan | 326.6 | -0.02703 | 0.4579 |
| global route | 838.3 | -0.3271 | 0.4000 |
| finish | 838.3 | -0.2683 | 0.4000 |
| CTS | 812.0 | -0.3048 | 0.4000 |
| detailed placement | 625.6 | -0.9766 | 0.4000 |
==> kinds of logic (layout without fill, tap and decap cells) <==
family,Yosys count,in the layout,share of synthesized area
AND-OR/OR-AND,6,6,0.1264
buffers and inverters,24,55,0.5632
multiplexers,6,6,0.1839
AND/OR/NAND/NOR,9,9,0.1264
==> metal layers <==
| layer | vias up | GRT usage | wire length [um] |
|---|---|---|---|
| met4 | 0 | 0 | 0 |
| met3 | 0 | 0.01818 | 201 |
| li1 | 191 | - | - |
| met2 | 20 | 0.06902 | 663 |
| met1 | 185 | 0.05423 | 544 |
| met5 | - | 0 | 0 |
==> report_power, final <==
part	leakage (uW)	switching (uW)	internal (uW)
clock network	0	0	0
registers	0	0	0
logic	0.000388	134	298
total	0.000388	134	298
==> worst max-delay path, cell delays in order <==
cell and delay (ns):
buf_12 0.12, buf_12 0.12, mux2i_4 0.17, o21ai_2 0.14, buf_4 0.13, nand2b_4 0.10
buf_2 0.09
==> final cells by class <==
| cell class | instances | area (um2) | area share |
|---|---|---|---|
| timing repair buffer | 55 | 545.5 | 0.6507 |
| multi-input combinational | 21 | 235.2 | 0.2806 |
| tap | 46 | 57.56 | 0.06866 |
==> Yosys cell counts <==
library cell,number,area [um2]
buf_4,23,172.7
mux2i_1,6,60.06
nand2_1,6,22.52
nand2b_1,3,18.77
o21ai_1,3,15.01
o21ai_2,3,26.28
buf_6,1,11.26
==> path summary, 6_finish.rpt <==
check / from / endpoint
worst max-delay path: SW[8] / HEX1[5]
worst min-delay path: SW[6] / LEDR[6]
==> what timing repair did <==
action,CTS,global route
pin swaps,6,6
gates resized,129,12
setup buffers,13,2
gates cloned,1,0
hold buffers,0,0
endpoints found under the setup margin,29,23
No activity file was given, so power comes from the tool's default toggle rates.
